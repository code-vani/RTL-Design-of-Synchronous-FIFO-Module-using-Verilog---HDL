File: flow/run.sh
#!/bin/bash
# OpenROAD 26Q1-2900-gdf79404cd8, Yosys 0.63+post, stock flow scripts
make -C /OpenROAD-flow-scripts/flow DESIGN_CONFIG=/design/flow/config.mk WORK_HOME=/design/flow/orfs finish
File: flow/config.mk
export PLATFORM = sky130hd
export DESIGN_NAME = sync_fifo
export DESIGN_NICKNAME = sync_fifo
export VERILOG_FILES = /design/flow/design.v
export SDC_FILE = /design/flow/constraint.sdc
export NUM_CORES = 4
export LEC_CHECK = 1
export CORE_UTILIZATION = 40
File: flow/design.v
`timescale 1ns / 1ps
module sync_fifo #(
    parameter Depth = 8,           
    parameter Width = 16           
)(
    input wire clk,
    input wire reset,
    input wire w_enb,              
    input wire r_enb,              
    input wire [Width-1:0] din,    
    output reg [Width-1:0] dout,   
    output wire empty,             
    output wire full               
);
  reg [$clog2(Depth)-1:0] wptr;              
  reg [$clog2(Depth)-1:0] rptr;              
  reg [Width-1:0] fifo [0:Depth-1];          
  reg [$clog2(Depth):0] count;               
  always @(posedge clk or posedge reset) begin
    if (reset) begin
      wptr <= 0;
      rptr <= 0;
      dout <= 0;
      count <= 0;
    end else begin
      if (w_enb && !full) begin
        fifo[wptr] <= din;
        wptr <= (wptr + 1) % Depth;
      end
      if (r_enb && !empty) begin
        dout <= fifo[rptr];
        rptr <= (rptr + 1) % Depth;
      end
      case ({w_enb && !full, r_enb && !empty})
        2'b10: count <= count + 1;   
        2'b01: count <= count - 1;   
        default: count <= count;     
      endcase
    end
  end
  assign full  = (count == Depth);
  assign empty = (count == 0);
endmodule
File: flow/constraint.sdc
current_design sync_fifo

set clk_period 3.3
set clk_io_pct 0.2

create_clock -name clk0 -period $clk_period [get_ports {clk}]

set non_clock_inputs [all_inputs -no_clocks]
set_input_delay [expr $clk_period * $clk_io_pct] -clock clk0 $non_clock_inputs
set_output_delay [expr $clk_period * $clk_io_pct] -clock clk0 [all_outputs]
==> ci_impl_report.md <==
## Implementation flow summary

| Metric | Value |
|---|---|
| Syn Inst Count | `383` |
| Max Slew Vio Count | `0` |
| CP Class | `reg2reg` |
| Distinct cells, synth | `39` |
| FP Util | `41.4%` |
| Resized Gates After CTS | `0` |
| Initial antenna violation count | `0` |
| Final setup TNS | `0 ps` |
| Top Ports | `38` |
| Maximum number of pins on one net before global-route repair | `29` |
| CP max-delay cell | `dfrtp_1` |
| VDD IR max | `0.000399 V` |
| Vias per cell | `5.53` |
| Most frequent CP cell | `ha_1` |
| Worst Skew | `5.81 ps` |
| First drt pass iteration count | `15` |
| R2R setup slack | `640 ps` |
| Most numerous logic cells after layout | `128 x edfxtp_1, 37 x clkdlybuf4s50_1, 33 x o21ai_0` |
| Routed wl met3 | `1250 um` |
| Crit path largest cell delay | `430 ps` |
| Worst Setup Start Kind | `register` |
| Synth Flop Type | `edfxtp_1` |
| Hold WC Path Type | `reg2reg` |
| Yosys reg bits | `154` |
| Routed WL | `12800 um` |
| CTS max path bufs | `2` |
| Number of diodes | `0` |
| Top achievable clock speed | `375 MHz` |
| Ys cells | `383` |
| Post-route worst setup slack | `636 ps` |
| R2R depth | `7` |
| Hold Path End | `dout[12]$_DFFE_PP0P_` |
| Core Region | `14700 sq um` |
| Maximum fanout count along the critical path | `8` |
| Req. time, crit path | `3590 ps` |
| PwrDens | `873 nW/um^2` |
| Number of DRC markers in iteration 0 | `163` |
| Gpl congestion | `0.830` |
| Top Metal Used | `met4` |
| Number of flops mapped to enable cells by yosys | `128` |
| Routed len/inst | `20.2 um` |
| Mapped Avg Cell Area | `15.9 sq um` |
| Num CTS Buffers | `17` |
| Beginning of the worst hold path | `dout[12]$_DFFE_PP0P_` |
| Final Setup Violations | `0` |
| Cts-stage hold buffer count | `0` |
| Final worst-path cycle share | `80.7%` |
| Worst-path cell chain | `nor4b_1 > nand2b_1 > ha_1 > ha_1 > a21oi_1 > o21ai_0 > o311ai_0` |
| First-pass GRT wire length | `19900 um` |
| Slew @ Worst Pin | `635 ps` |
| Via count | `3496` |
| Die W | `125 um` |
| Final ANT Viol Nets | `0` |
| Max-cap violations | `0` |
| Synth Seq Share | `73.9%` |
| Setup Buffers After CTS | `0` |
| DP HPWL | `7830 um` |
| Count of tool warnings | `33` |
| Row count | `44` |
| Grt ovf | `0` |
| RSZ-0062 raised after global routing | `no` |
| Final Critical Period | `2660 ps` |
| Slew headroom | `57.6%` |
| Worst EP arrival | `2960 ps` |
| Gr usage total | `18.2%` |
| Status | `finished, final reports clean` |
| Clock Sinks | `154` |
| TritonCTS clock tree | `built` |
| Dpl ws | `487 ps` |
| Reg-to-Reg End | `count[3]$_DFFE_PP0P_` |
| Most common logic cell in the routed design | `edfxtp_1` |
| Drt drc | `0` |
| Root buffer cell | `clkbuf_16` |
| Leak | `2.57 nW` |
| Ys async rst share | `16.9%` |
| Layout cell share with drive strength beyond 1 | `14.3%` |
| Die Area | `15700 sq um` |
| Synth warn | `2` |
| Hold path cells | `2` |
| Vias in the first global route | `3600` |
| Area of the mapped netlist | `6080 sq um` |
| Area Growth Syn to Fin | `20.2%` |
| CP Capture Type | `register` |
| Yosys stat area | `6080 sq um` |
| Final hold viol count | `0` |
| H-tree depth | `4` |
| Worst-path clk slew | `60 ps` |
| Die Y | `125 um` |
| Metal-1 WL | `5290 um` |
| Port buffer count | `37` |
| Reg2reg start | `count[1]$_DFFE_PP0P_` |
| Routed wl met2 | `6020 um` |
| Clk ins delay skew pair | `420 ps` |
-- layer usage --
metal / GRT usage, % / vias to the layer above
li1: - / 1603
met1: 26.9 / 1731
met2: 27.4 / 148
met3: 8.90 / 14
met4: 1.72 / 0
met5: 0 / -
-- layout make-up --
cell class / count / area, sq um
Tap cell: 184 / 230
Inverter: 13 / 48.8
Fill cell: 1170 / 7390
Sequential cell: 154 / 4490
Clock buffer: 19 / 433
Multi-Input combinational cell: 192 / 1420
Timing Repair Buffer: 57 / 520
Clock inverter: 13 / 169
-- cell families (layout without fill, tap and decap cells) --
logic type | after synthesis | in the layout | share of synthesized area, %
buffers and inverters | 37 | 102 | 2.84
AND-OR/OR-AND | 99 | 99 | 11.9
multiplexers | 10 | 10 | 1.85
flip-flops | 154 | 154 | 73.9
AND/OR/NAND/NOR | 63 | 63 | 5.53
XOR/XNOR | 4 | 4 | 0.576
adder cells (fa/ha/maj) | 16 | 16 | 3.41
-- critical path, delay by kind of cell, from the launching register on --
family | cells | cell delay [ps]
simple gates | 2 | 710
compound gates | 3 | 740
flops | 1 | 430
fa+ha+maj | 2 | 650
-- synth_stat cells, drive strengths merged (4+ instances only) --
cell type	count	area (sq um)
mux2	10	113
o21ai	33	165
o21a	4	30.0
nor3	4	20.0
a222oi	6	60.1
a22oi	12	90.1
dfrtp	26	651
buf	16	93.8
and2	7	43.8
nand3	5	25.0
ha	15	188
a221oi	19	166
and3	5	31.3
o211ai	4	30.0
inv	13	48.8
clkbuf	8	30.0
a22o	11	96.3
nand2	26	100
o211a	5	50.1
edfxtp	128	3840
-- where the power goes --
| group | internal, W | switching, W | total [W] |
|---|---|---|---|
| clock | 0.00120 | 0.000765 | 0.00196 |
| combinational | 0.000826 | 0.00102 | 0.00184 |
| sequential | 0.00240 | 0.000177 | 0.00258 |
-- registers in the layout, indices dropped and copies added (netlist names) --
register  count
wptr          3
rptr          3
fifo        128
dout         16
count         4
-- worst max-delay path by stage --
stage | start | end | cells after the start
5_1_grt | count[1]$_DFFE_PP0P_ | count[3]$_DFFE_PP0P_ | 7
4_1_cts | count[1]$_DFFE_PP0P_ | count[3]$_DFFE_PP0P_ | 7
6_report | count[1]$_DFFE_PP0P_ | count[3]$_DFFE_PP0P_ | 7
-- metrics by stage --
step	area, sq um	hold slack [ps]	util [%]	cells	total power [W]
floorplan	6080	426	-	383	0.00375
global placement	6710	478	45.6	600	0.00444
detailed placement	6710	476	45.6	600	0.00447
CTS	7310	493	49.7	632	0.00644
global route	7310	510	49.7	632	0.00673
finish	7310	481	49.7	632	0.00638
Power and IR drop assume default switching activity.
